==> ./design.v <==
module traffic_light (clk,rst,pass,R,G,Y);
input  clk;
input  rst;
input  pass;
output R;
output G;
output Y;
reg R,G,Y;
reg [15:0]count;
always@(posedge clk or posedge rst)
begin
if (rst)
	begin
	count=16'd0;
	R=0;
	G=1;
	Y=0;
	end
else	
	begin
	if(pass)
		begin
		if(count>=16'd1024) 
			begin
			R=0;
			G=1;
			Y=0;
			count=0;
			end
		else
			begin
			count=count+1;
			end
		end
	else 
		count = count + 16'd1;
		begin
		if(count==16'd3072)
			begin
			count=0;
			R=0;
			G=1;
			Y=0;
			end
		else if(count<16'd1024) 
			begin
			R=0;
			G=1;
			Y=0;
			end
		else if(count<16'd1152&&count>=16'd1024) 
			begin
			R=0;
			G=0;
			Y=0;
			end
		else if(count<16'd1280&&count>=16'd1152) 
			begin
			R=0;
			G=1;
			Y=0;
			end
		else if(count<16'd1408&&count>=16'd1280) 
			begin
			R=0;
			G=0;
			Y=0;
			end
		else if(count<16'd1536&&count>=16'd1408) 
			begin
			R=0;
			G=1;
			Y=0;
			end
		else if(count<16'd2048&&count>=16'd1536) 
			begin
			R=0;
			G=0;
			Y=1;
			end
		else if(count<16'd3072&&count>=16'd2048) 
			begin
			R=1;
			G=0;
			Y=0;
			end
		else
			begin	
			count=count;
			end
		end
	end
end
endmodule
==> ./run.sh <==
#!/bin/bash
# OpenROAD 26Q1-2900-gdf79404cd8, Yosys 0.63+post, stock flow scripts
make -C /OpenROAD-flow-scripts/flow DESIGN_CONFIG=/design/flow/config.mk WORK_HOME=/design/flow/orfs finish
==> ./config.mk <==
export PLATFORM = sky130hd
export DESIGN_NAME = traffic_light
export DESIGN_NICKNAME = traffic_light
export VERILOG_FILES = /design/flow/design.v
export SDC_FILE = /design/flow/constraint.sdc
export NUM_CORES = 4
export LEC_CHECK = 1
export CORE_AREA = 10 10 87 87
export DIE_AREA = 0 0 97 97
==> ./constraint.sdc <==
current_design traffic_light

set clk_period 6.1
set clk_io_pct 0.2

create_clock -name clk0 -period $clk_period [get_ports {clk}]

set non_clock_inputs [all_inputs -no_clocks]
set_input_delay [expr $clk_period * $clk_io_pct] -clock clk0 $non_clock_inputs
set_output_delay [expr $clk_period * $clk_io_pct] -clock clk0 [all_outputs]
==> changes_impl.md <==
### Physical design

* Initial DRC count at between 60 and 70
* Vias at approximately 1000
* DR WL/cell at between 10 and 15 um
* Power Density at approximately 270 nW/um2
* Clock transition at path regs at 0.07 ns
* Yosys stat area at about 1200 um2
* Flops after synth at 19
* Die ar. at 9409 um2
* Buf+Inv Stages, Crit Path at 1
* TNS Setup at 0 ns
* H-tree depth reported by CTS at 1
* Vias in the first global route at slightly below 1000
* Tool Warnings at 27
* Critical path arrival at 3.12 ns
* R2R setup slack at 3.46 ns
* Placed Cells at 206
* Top Family by Delay on Critical Path: AND-OR/OR-AND gates
* Antenna diodes at 0
* Unique masters post-synth at between 40 and 50
* WS Path Type: input pin to flip-flop
* Vias/cell at between 4 and 5
* Yosys Instances at 139
* # DRC at 0
* Clock latency (worst-skew pair) at about 0.25 ns
* Clock sinks at 19
* Num CTS Buffers at 3
* Synthesized area per cell at between 8 and 9 um2
* Unrepaired setup endpoints after global routing: no
* First-pass GRT wire length at 4519 um
* Endpoints failing hold at 0
* Synth Cell Area at roughly 1200 um2
* YS warnings at 1
* Reg-to-Reg End: count[11]
* Commonest Layout Cell: dfrtp_1
* VDD IR-drop max at around 110 uV
* Largest net degree at the start of global routing at 21
* Die Y at 97 um
* Fmax at about 0.33 GHz
* Longest Clk Path Bufs at 2
* Slowest stage delay, CP at roughly 0.64 ns
* # Post-CTS Setup Buffers at 0
* Main flop type: dfrtp_1
* Resize count post-CTS at 0
* Drt pass-1 iters at 4
* Commonest cells after routing, fill and taps aside: dfrtp_1, nor2_1, inv_1
* Overflow after GRT at 0
* Hpwl dp at 1708 um
* Post-route ant nets at 0
* R2R Path Start: count[2]
* Final worst clock skew at 0.003908 ns
* Hold Crit Endpoint: count[0]
* Die span in x at approximately 97 um
* Max-slew violations at 0
* Seq share, synth at between 30% and 40%
* Status: finished, final reports clean
* Gr usage total at between 5 and 6%
* Worst reg2reg path depth at 6
* Minimum clock period at 2.997 ns
* Root buf cell: clkbuf_8
* Hold path depth at 1
* CTS tree: done
* Crit-path max FO at 20
* P_leak at between 0.0004 and 0.0005 uW
* Fin cells at between 200 and 250
* Area delta synth->final at 10.72%
* IO Port Bufs at 5
* Hold slack at approximately 0.53 ns
* CP max stage cell: o31a_1
* Crit. End Element: flip-flop
* IO Count at 6
* Initial antenna violation count at 0
* Hold Buf Count CTS at 0
* Flip-flops with a built-in enable at 0
* Tightest Pin Transition at approximately 0.76 ns
* Cycle use final at 49.14%
* Core area at 5642 um2
* Detailed-route wire length at 2410 um
* Starting Density at roughly 22%
* Hold crit path type: flip-flop to flip-flop
* Placer Congestion at between 0.8 and 0.9
* Post-synth ARST share at roughly 100%
* Cells after Synth at 139
* Final Total Pwr at between 300 and 400 uW
* Num rows at 27
* CP Launch Type: input pin
* Max Cap Violations at 0
* Crit path cell chain: clkdlybuf4s50_1 -> o31a_1 -> a31oi_2 -> nor4_1 -> a21oi_1
* Final setup vio count at 0
* Share of layout cells above drive strength 1 at under 10%
* Slew margin rel. at 49.22%
* Min-delay src: count[0]
* Crit path required time at roughly 6.2 ns
[sequential cells by signal (all words and copies together) (netlist names)]
name	flops
count	16
G	1
Y	1
R	1
[metrics by stage]
step / worst slack [ns] / instance area [um2] / util, %
after floorplan: 3.839 / 1249 / -
after detailed placement: 2.838 / 1336 / 23.69
after global placement: 2.889 / 1336 / 23.69
final: 3.103 / 1383 / 24.51
after global routing: 2.962 / 1383 / 24.51
after CTS: 3.105 / 1383 / 24.51
[layout make-up]
class / count / area [um2]
Clock inverter: 1 / 5.005
Sequential cell: 19 / 476.7
Timing Repair Buffer: 5 / 50.05
Tap cell: 72 / 90.09
Clock buffer: 3 / 41.29
Inverter: 9 / 33.78
Multi-Input combinational cell: 101 / 685.7
Fill cell: 606 / 4259
[cell usage after synthesis (3+ instances only)]
library cell | n | share of area, %
dfrtp_1 | 18 | 36
nor2_1 | 14 | 4.2
inv_1 | 9 | 2.7
a21oi_1 | 8 | 3.2
nand3_1 | 8 | 3.2
xnor2_1 | 8 | 5.6
buf_2 | 6 | 2.4
nand4_1 | 5 | 2.5
nor4_1 | 5 | 2.5
nand2_1 | 4 | 1.2
or3_1 | 4 | 2.0
clkbuf_1 | 3 | 0.90
mux2i_1 | 3 | 2.4
nand2b_1 | 3 | 1.5
o21ai_0 | 3 | 1.2
o32a_1 | 3 | 2.4
or4_1 | 3 | 1.8
[report_power, final]
| group | switching, uW | internal [uW] | total, uW |
|---|---|---|---|
| Clock | 42.2 | 45.4 | 87.5 |
| Combinational | 62.8 | 43.7 | 107 |
| Sequential | 30.7 | 146 | 176 |
[metal layers]
layer	share of wire [%]	global-route usage, %	vias up
met2	45	8.384	10
met1	52	7.469	464
met4	0.25	0.4510	0
li1	-	-	499
met3	2.4	0.8596	2
met5	0	0	-
[cells by family (layout without fill, tap and decap cells)]
group | count (synthesis) | after routing | synth area share [%]
xor+xnor | 10 | 10 | 7.015
compound gates | 26 | 26 | 15.23
flops | 19 | 19 | 38.18
buf+inv | 19 | 18 | 6.914
simple gates | 58 | 58 | 26.45
fa+ha+maj | 2 | 2 | 2.004
mux | 5 | 5 | 4.208
[how the worst max path moves through the flow]
stage          endpoint  slack, ns  depth (start not counted)  start
CTS           count[11]       3.11                          5   pass
global route          G       2.96                          6   pass
finish        count[11]       3.10                          5   pass
Power and IR drop assume default switching activity.
