<file path="/design/flow/run.sh">
#!/bin/bash
# OpenROAD 26Q1-2900-gdf79404cd8, Yosys 0.63+post, stock flow scripts
make -C /OpenROAD-flow-scripts/flow DESIGN_CONFIG=/design/flow/config.mk WORK_HOME=/design/flow/orfs finish
</file>
<file path="/design/flow/config.mk">
export PLATFORM = sky130hd
export DESIGN_NAME = fpadder
export DESIGN_NICKNAME = fpadder
export VERILOG_FILES = /design/flow/design.v
export SDC_FILE = /design/flow/constraint.sdc
export NUM_CORES = 4
export LEC_CHECK = 1
export CORE_UTILIZATION = 30
</file>
<file path="/design/flow/constraint.sdc">
current_design fpadder

set clk_period 64.4
set clk_io_pct 0.2

create_clock -name clk0 -period $clk_period

set non_clock_inputs [all_inputs -no_clocks]
set_input_delay [expr $clk_period * $clk_io_pct] -clock clk0 $non_clock_inputs
set_output_delay [expr $clk_period * $clk_io_pct] -clock clk0 [all_outputs]
</file>
<file path="/design/flow/design.v">
module fpadder (src1,src2,out);
	input  [31:0] src1;
    input  [31:0] src2;
    output reg	[31:0] out;
	reg s1;
	reg s2;
    reg [7:0] e1;
    reg [7:0] e2;
	reg [7:0] es;
    reg [46:0] f1; 
    reg [46:0] f2;
 	reg [47:0] fs;
	reg [7:0] diff;
	reg ss;
	reg guard,round;
	reg sticky;
	always@(src1,src2)
	begin	
		f1=0;f2=0;fs=0;diff=0;
		s1=src1[31];
		if(src1[30:23]==0)
		begin 
   			e1 = 8'b00000001;
			f1 = {1'b0, src1[22:0],23'b0};
		end
		else
		begin 
    		e1 = src1[30:23];
			f1 = {1'b1, src1[22:0],23'b0};
		end
		s2=src2[31];
		if(src2[30:23]==0)
		begin
   			e2=8'b00000001;
			f2={1'b0, src2[22:0],23'b0};
		end
		else
		begin
    		e2=src2[30:23];
			f2={1'b1, src2[22:0],23'b0};
		end
		if(e1==e2) 
		begin
			es=e1;
        	if (s1==s2) 
			begin
        		fs=f1+f2;
        		ss=s1;
        	end 
			else 
			begin 
        		if(f1>f2) 
				begin
        			fs=f1-f2;
        	  		ss=s1;
        		end 
				else  
				begin
        	    	fs=f2-f1;
        	    	ss=s2;
        	    end
      		end
    	end
		else
		begin
			if(e1>e2) 	
			begin
				es=e1;
				ss=s1;
				diff=e1-e2;
				f2=f2>>diff;
    		 	if (s1==s2)
    		 	   	fs=f1+f2;
    		    else
    		   		fs=f1-f2;
			end 
			else 	
			begin
  				es=e2;
				ss=s2;
				diff=e2-e1;	
				f1=f1>>diff;
				if (s1==s2)
    		    	fs=f2+f1;
    		    else
    		      	fs=f2-f1;
			end
		end
		if(fs[47:46]!=2'b01) 
		begin
			if(fs[47]==1)
			begin
    			es=es+1;
				fs=fs>>1;
			end
	    	else if((fs[46]==0))
			begin 
				if (fs[46:23] == 24'b000000000000000000000001) 
				begin 
					es = es - 23;
					fs = fs << 23;
				end 
				else if (fs[46:24] == 23'b00000000000000000000001) 
				begin 
					es = es - 22;
					fs = fs << 22;
				end 
				else if (fs[46:25] == 22'b0000000000000000000001) 
				begin 
					es = es - 21;
					fs = fs << 21;
				end 
				else if (fs[46:26] == 21'b000000000000000000001) 
				begin 
					es = es - 20;
					fs = fs << 20;
				end 
				else if (fs[46:27] == 20'b00000000000000000001) 
				begin
					es = es - 19;
					fs= fs<<19;
				end 
				else if (fs[46:28] == 19'b0000000000000000001) 
				begin
					es = es- 18;
					fs = fs << 18;
				end 
				else if (fs[46:29] == 18'b000000000000000001) 
				begin
					es = es - 17;
					fs =fs << 17;
				end 
				else if (fs[46:30] == 17'b00000000000000001) 
				begin
					es = es - 16;
					fs =fs << 16;
				end 
				else if (fs[46:31] == 16'b0000000000000001) 
				begin
					es = es - 15;
					fs =fs << 15;
				end 
				else if (fs[46:32] == 15'b000000000000001) 
				begin
					es = es - 14;
					fs =fs << 14;
				end 
				else if (fs[46:33] == 14'b00000000000001) 
				begin
					es = es - 13;
					fs =fs << 13;
				end 
				else if (fs[46:34] == 13'b0000000000001) 
				begin
					es = es - 12;
					fs =fs << 12;
				end 
				else if (fs[46:35] == 12'b000000000001) 
				begin
					es = es - 11;
					fs =fs << 11;
				end 
				else if (fs[46:36] == 11'b00000000001) 
				begin
					es= es - 10;
					fs=fs << 10;
				end 
				else if (fs[46:37] == 10'b0000000001) 
				begin
					es= es - 9;
					fs=fs << 9;
				end 
				else if (fs[46:38] == 9'b000000001) 
				begin
					es= es - 8;
					fs=fs << 8;
				end 
				else if(fs[46:39] == 8'b00000001) 
				begin
					es= es - 7;
					fs=fs << 7;
				end 
				else if(fs[46:40] == 7'b0000001) 
				begin
					es=es - 6;
					fs=fs << 6;
				end 
				else if(fs[46:41] == 6'b000001) 
				begin
					es=es-5;
					fs=fs << 5;
				end 
				else if(fs[46:42] == 5'b00001) 
				begin
					es = es - 4;
					fs =fs << 4;
				end 
				else if (fs[46:43] == 4'b0001) 
				begin
					es = es - 3;
					fs =fs << 3;
				end 
				else if (fs[46:44] == 3'b001) 
				begin
					es = es - 2;
					fs =fs << 2;
				end 
				else if (fs[46:45] == 2'b01) 
				begin
					es = es - 1;
					fs =fs << 1;
				end
				else
				begin
					es=es;
					fs=fs;
				end
			end
		end
		else
		begin
		end	
		guard=fs[22];
		round=fs[21];
		if(fs[20:0]==0)
			sticky=0;
		else
			sticky=1;
		if((guard==1))
		begin
			if(round==1||sticky==1)
			begin
				fs=fs+24'b100000000000000000000000;	
			end
			else
			begin
				if(fs[23]==0)
					fs=fs;
				else
					fs=fs+24'b100000000000000000000000;	
			end
		end
		else
		begin
			fs=fs;
		end
		if(fs[45:23]==0) 
		begin
			out[31] = 0;
			out[30:23] = 0;
 			out[22:0] = 0;
		end
		else if(es==255) 
		begin
			out[31] = ss;
			out[30:23] = es;
 			out[22:0] = 0;	
		end
		else  
		begin
			out[31] = ss;
			out[30:23] = es;
 			out[22:0] = fs[45:23];	
		end
	end
endmodule
</file>
==> impl_metrics.xml <==
<?xml version="1.0" encoding="UTF-8"?>
<metrics>
  <group name="timing">
    <metric name="rsz0062_at_grt" unit="">no</metric>
    <metric name="post-route-period-util" unit="%">68.2</metric>
    <metric name="worst_slack" unit="ns">20.51</metric>
    <metric name="fmaxAchievable" unit="MHz">22.8</metric>
    <metric name="report.final.setup_viol" unit="">0</metric>
    <metric name="worst_pin_slew" unit="ns">1.21</metric>
    <metric name="finalCriticalPeriod" unit="ns">43.89</metric>
    <metric name="timing.final.hold_violations" unit="">0</metric>
    <metric name="maxSlewHeadroom" unit="%">17.6</metric>
    <metric name="fin_tns_setup" unit="ns">0</metric>
    <metric name="pins_over_their_slew_limit" unit="">0</metric>
  </group>
  <group name="power_and_ir_drop">
    <metric name="vdd.ir_drop.worst" unit="mV">0.0644</metric>
    <metric name="switchingPower" unit="mW">1.54</metric>
    <metric name="switching_share_of_total_power" unit="%">69.6</metric>
    <metric name="power.leakage" unit="nW">10.2</metric>
    <metric name="power-per-cell-area" unit="mW/mm^2">78.9</metric>
    <metric name="p_int" unit="mW">0.669</metric>
  </group>
  <group name="placed_design">
    <metric name="sum_of_net_half_perimeters_after_detailed_placement" unit="microns">146000</metric>
    <metric name="place_congestion" unit="">1.12</metric>
    <metric name="dpl_worst_slack" unit="ns">21.07</metric>
    <metric name="port_buffers" unit="">96</metric>
  </group>
  <group name="job">
    <metric name="max_cap_viol_count" unit="">0</metric>
    <metric name="warnings" unit="">102</metric>
  </group>
  <group name="synthesis">
    <metric name="netlist_instances" unit="">4006</metric>
    <metric name="top_cell_area_share" unit="%">6.95</metric>
    <metric name="synth_chip_area" unit="sq mm">0.0250</metric>
    <metric name="post_synth_num_cell_types" unit="">121</metric>
    <metric name="yosysCellCount" unit="">4006</metric>
    <metric name="area_leader_netlist" unit="">sky130_fd_sc_hd__o21ai_0</metric>
    <metric name="synth-warning-count" unit="">1</metric>
    <metric name="synth_area" unit="sq mm">0.0250</metric>
    <metric name="synth_area_per_cell" unit="sq um">6.24</metric>
    <metric name="synth.top_cells.by_area" unit="">sky130_fd_sc_hd__o21ai_0, sky130_fd_sc_hd__ha_1, sky130_fd_sc_hd__a21oi_1</metric>
    <metric name="yosys.stat.seqShare" unit="%">0</metric>
  </group>
  <group name="worst_setup_path">
    <metric name="worstPathArrival" unit="ns">31.01</metric>
    <metric name="path_max_fanout" unit="">27</metric>
    <metric name="worst_setup_path_endpoint" unit="">out[25]</metric>
    <metric name="critPathMostFrequentCell" unit="">sky130_fd_sc_hd__nand2_1</metric>
    <metric name="path_class" unit="">input port to primary output</metric>
    <metric name="timing.critical_path.to_type" unit="">primary output</metric>
    <metric name="crit_required" unit="ns">51.52</metric>
    <metric name="crit_start" unit="">src2[27]</metric>
    <metric name="crit_path_top_delay_cell" unit="">sky130_fd_sc_hd__a311oi_1</metric>
    <metric name="max_stage_delay" unit="ns">1.04</metric>
    <metric name="critPathLaunchType" unit="">input port</metric>
  </group>
  <group name="final_layout">
    <metric name="final_layout_top_logic_cells" unit="">sky130_fd_sc_hd__nand2_1, sky130_fd_sc_hd__nor2_1, sky130_fd_sc_hd__o21ai_0</metric>
    <metric name="final_core_util" unit="%">34.0</metric>
    <metric name="areaGrowthSynthToFinish" unit="%">11.9</metric>
    <metric name="drive_gt1_share" unit="%">10.7</metric>
    <metric name="layout.clock_buffers" unit="">0</metric>
    <metric name="seq_cell_count" unit="">0</metric>
    <metric name="register_area" unit="sq um">0</metric>
    <metric name="final_common_cell" unit="">sky130_fd_sc_hd__nand2_1</metric>
  </group>
  <group name="clock_tree">
    <metric name="post_cts_resized" unit="">0</metric>
    <metric name="post-cts-setup-buffers" unit="">0</metric>
    <metric name="hold_buf_count_cts" unit="">0</metric>
  </group>
  <group name="route">
    <metric name="detail_route.iter0.violations" unit="">6849</metric>
    <metric name="detail_route.vias_per_cell" unit="">7.63</metric>
    <metric name="routedWlPerCell" unit="microns">39.3</metric>
    <metric name="antenna_left" unit="">0</metric>
    <metric name="num_vias" unit="">38600</metric>
    <metric name="drc" unit="">0</metric>
    <metric name="detail_route.wirelength" unit="microns">199000</metric>
    <metric name="firstDrtPassIters" unit="">9</metric>
  </group>
  <group name="floorplan">
    <metric name="die_h" unit="microns">291</metric>
    <metric name="rows" unit="">105</metric>
    <metric name="floorplanUtilization" unit="%">30.4</metric>
    <metric name="fp.dieW" unit="microns">291</metric>
    <metric name="floorplan.die_area" unit="sq mm">0.0844</metric>
    <metric name="core_region_area" unit="sq mm">0.0822</metric>
    <metric name="boundaryPins" unit="">96</metric>
  </group>
  <group name="worst_hold_path">
    <metric name="min-delay-path-class" unit="">input port to primary output</metric>
  </group>
  <group name="global_route">
    <metric name="via_count_of_the_first_global_routing_pass" unit="">35200</metric>
    <metric name="grt_max_degree" unit="">70</metric>
    <metric name="globalRoute.totalOverflow" unit="">0</metric>
    <metric name="wire_length_of_the_first_global_routing_pass" unit="microns">276000</metric>
    <metric name="initial_antenna_violation_count" unit="">19</metric>
    <metric name="grt.total_usage" unit="%">45.9</metric>
  </group>
  <group name="run_status">
    <metric name="status" unit="">completed</metric>
  </group>
</metrics>
area by class of cell:
class              count  area, sq um
fillers             9013        54300
multi-input cells   3500        23200
inverters            118          443
repair buffers       355         2910
diodes                10         25.0
well taps           1070         1340
worst max-delay path: cells and delay by family:
kind / cells / cell delay [ns]
compound gates: 18 / 5.46
xor+xnor: 3 / 0.74
fa+ha+maj: 3 / 0.97
buf+inv: 9 / 2.48
mux: 1 / 0.58
simple gates: 23 / 7.83
cell families after synthesis:
kind of cell | Yosys count | share of synthesized area (%)
AOI/OAI and AO/OA | 1804 | 50.5
and+or+nand+nor | 1381 | 26.6
buffers and inverters | 506 | 8.11
adders and majority gates | 139 | 7.14
xor gates and xnor gates | 107 | 3.89
muxes | 69 | 3.79
stage by stage:
step | instances | power, mW | area, sq um | hold slack, ns
final | 5053 | 2.20 | 28000 | 27.23
after global routing | 5044 | 2.23 | 27900 | 27.25
after floorplan | 4006 | 1.13 | 25000 | 25.84
after global placement | 5043 | 2.08 | 27900 | 27.22
after CTS | 5043 | 2.05 | 27900 | 27.24
after detailed placement | 5043 | 2.05 | 27900 | 27.23
Yosys cell counts, drive strengths merged, types with 65 or more instances:
library cell / count
a211oi: 68
a21oi: 329
a221oi: 79
a22oi: 101
a31oi: 66
buf: 70
clkbuf: 318
ha: 133
inv: 114
nand2: 392
nand3: 126
nor2: 388
nor3: 118
nor4: 65
o211ai: 100
o21ai: 378
o221ai: 79
o22ai: 114
xnor2: 68
worst min path at each step:
stage,startpoint,to,slack (ns),cells past startpoint
after global routing,src2[31],out[31],27.25,4
after CTS,src2[31],out[31],27.24,4
final,src2[31],out[31],27.23,4
routing by layer:
layer	GRT usage [%]	vias up	share of wire, %	wire length (microns)
met5	0.397	-	0.26	526
li1	-	15700	-	-
met4	18.9	32	5.5	10900
met3	23.0	797	16	32600
met2	61.0	3565	38	75400
met1	62.1	18500	40	79300
No activity file was given, so power comes from the tool's default toggle rates.
